<file path="design/flow/config.mk">
export PLATFORM = sky130hd
export DESIGN_NAME = ROM
export DESIGN_NICKNAME = ROM
export VERILOG_FILES = /design/flow/design.v
export SDC_FILE = /design/flow/constraint.sdc
export NUM_CORES = 4
export LEC_CHECK = 1
export CORE_AREA = 10 10 81 81
export DIE_AREA = 0 0 91 91
</file>
<file path="design/flow/constraint.sdc">
current_design ROM

set clk_period 3.9
set clk_io_pct 0.2

create_clock -name clk0 -period $clk_period

set non_clock_inputs [all_inputs -no_clocks]
set_input_delay [expr $clk_period * $clk_io_pct] -clock clk0 $non_clock_inputs
set_output_delay [expr $clk_period * $clk_io_pct] -clock clk0 [all_outputs]
</file>
<file path="design/flow/design.v">
`timescale 1ns / 1ps
`timescale 1ns / 1ps
`default_nettype none	
module ROM
(
	input  wire[15:0]  		iAddress,
	output reg [27:0] 		oInstruction
);	
always @ ( iAddress )
begin
	case (iAddress)
	0: oInstruction = { 4'd0 ,24'd4000 };
	1: oInstruction = { 4'd4 , 8'd1,16'd0 };
	2: oInstruction = { 4'd4 , 8'd2,16'd0 };
	3: oInstruction = { 4'd4 , 8'd5,16'd255 };
	4: oInstruction = { 4'd4 , 8'd6,16'd39 };
	5: oInstruction = { 4'd4 , 8'd7,16'd16 };
	6: oInstruction = { 4'd4 , 8'd3,16'd1 };
	7: oInstruction = { 4'd0 , 24'd4000 };
	8: oInstruction = { 4'd7 , 8'b10000000, 8'd1, 8'd2 };
	9: oInstruction = { 4'd0 ,24'd4000 };
	10: oInstruction = { 4'd0 ,24'd4000 };	
	11: oInstruction = { 4'd5 , 8'd2, 8'd3, 8'd2 };
	12: oInstruction = { 4'd0 ,24'd4000 };
	13: oInstruction = { 4'd0 ,24'd4000 };	
	14: oInstruction = { 4'd3 , 8'd8, 8'd5, 8'd2 };
	15: oInstruction = { 4'd4 , 8'd2 , 16'd0 };
	16: oInstruction = { 4'd5 , 8'd1, 8'd3, 8'd1 };
	17: oInstruction = { 4'd0 ,24'd4000 };
	18: oInstruction = { 4'd0 ,24'd4000 };
	19: oInstruction = { 4'd3 , 8'd8, 8'd6, 8'd1 };
	20: oInstruction = { 4'd4 , 8'd2 , 16'd0 };
	21: oInstruction = { 4'd7 , 8'b10000000, 8'd1, 8'd2 };
	22: oInstruction = { 4'd0 ,24'd4000 };
	23: oInstruction = { 4'd0 ,24'd4000 };	
	24: oInstruction = { 4'd5 , 8'd2, 8'd3, 8'd2 };
	25: oInstruction = { 4'd0 ,24'd4000 };
	26: oInstruction = { 4'd0 ,24'd4000 };
	27: oInstruction = { 4'd3 , 8'd21 , 8'd7, 8'd2 };
	default:
		oInstruction = { 4'd2 ,  24'b10101010 };		 
	endcase	
end
endmodule
</file>
<file path="design/flow/run.sh">
#!/bin/bash
# OpenROAD 26Q1-2900-gdf79404cd8, Yosys 0.63+post, stock flow scripts
make -C /OpenROAD-flow-scripts/flow DESIGN_CONFIG=/design/flow/config.mk WORK_HOME=/design/flow/orfs finish
</file>
==> flow_summary.yaml <==
# flow metrics
floorplan:
  fp_util: 0.168
  die_area_sq_um: 8280
  placementRows: 25
  coreArea_sq_um: 4820
  dieHeight_microns: 91
  chipWidth_microns: 91
  num_io_pins: 44
global_route:
  grt_max_degree: 20
  antenna_found_initial: 0
  grt-ovfl-total: 0
  grtUsageTotal: 0.0686
  grt_pass1_wl_microns: 4950
  grt_pass1_vias: 1030
logic_synthesis:
  area_leaders: "a21oi_1 10%, ha_1 9.3%, buf_4 8.3%, o21ai_0 6.8%, nor2_1 6.0%"
  common_cells: "17 x a21oi_1, 13 x nor2_1, 12 x nand2_1"
  yosys_warnings: 1
  syn_area_sq_um: 811
  synth_area_per_cell_sq_um: 6.59
  postSynthCellCount: 123
  seq_area_frac_synth: 0
  yosys_area_sq_um: 811
  yosys-stat-cells: 123
  synth_top_area_share: 0.105
  synth_top_cell_by_count: "a21oi_1"
  synth_cell_types: 41
  top_area_cell: "a21oi_1"
route:
  drc: 0
  firstDrtPassIters: 4
  ant_nets: 0
  wirelength_microns: 3000
  diodes: 0
  first_iter_violations: 59
  routed_via_density: 4.31
  vias: 988
  routedWlPerCell_microns: 13.1
cells_and_area:
  mi_logic_area_sq_um: 706
  regArea_sq_um: 0
  n_clock_buffer: 0
  syn_to_final_growth_pct: 56.9
  fin_util: 0.264
  num-fill-cells: 568
  design.seq.count: 0
  drive_above_1_share: 0.148
power_and_ir_drop:
  peakVddDrop_uv: 30.5
  p_per_area_nw_per_um2: 68.5
  leakage_nw: 0.460
sta:
  period_minus_slack_ns: 3.74
  tns_ns: 0
  hold_violations: 0
  grt_setup_unrepaired: "no"
  setup_viol: 0
  period_used_share: 0.958
  slew-limit-headroom: 0.655
  drv_slew: 0
  max_freq_mhz: 268
  worst_pin_slew_ns: 0.515
worst_setup_path:
  path_class: "in2out"
  critPathRequiredTime_ns: 3.12
  cp.arrival_ns: 2.96
  cp-start-kind: "input port"
  worst_path_max_delay_cell: "clkdlybuf4s50_1"
  critPathMaxFanout: 5
  cpPeakStageDelay_ns: 0.55
  cp_num_buf_inv: 3
  critical_path.top_delay_family: "buffers and inverters"
  endpoint_kind: "output port"
  cp_cell_sequence: "clkdlybuf4s50_1 > inv_1 > ha_2 > mux4_2 > a21oi_1 > clkdlybuf4s50_1"
  cpMostUsedCell: "clkdlybuf4s50_1"
placed_design:
  gp_congestion: 0.908
  dpl.hpwl_microns: 2500
  portBuffers: 37
job:
  warning_count: 37
  drv_cap: 0
min_path:
  hold_depth: 4
  hp-start: "iAddress[4]"
  hold_class: "in2out"
  holdPathEnd: "oInstruction[23]"
outcome:
  outcome: "finished clean"
clock_tree:
  cts_hold_buf: 0
==> worst min-delay path: stages <==
cell,delay [ns]
clkdlybuf4s50_1,0.52
nand2_1,0.10
a21oi_1,0.06
clkdlybuf4s50_1,0.40
==> kinds of logic (layout without fill, tap and decap cells) <==
logic type,Yosys count,in the layout,share of synthesized area
multiplexers,3,3,0.0540
adder cells (fa/ha/maj),6,6,0.0926
XOR/XNOR,1,1,0.0108
buffers and inverters,22,55,0.167
other,1,7,0.00463
AND-OR/OR-AND,46,46,0.390
AND/OR/NAND/NOR,44,44,0.281
==> per-stage QoR <==
| step | total power (W) | worst slack [ns] | cells | hold WS [ns] | area [sq um] |
|---|---|---|---|---|---|
| floorplan | 0.0000539 | 1.31 | 129 | 1.69 | 833 |
| global placement | 0.0000857 | 0.106 | 229 | 2.65 | 1260 |
| detailed placement | 0.0000850 | 0.0613 | 229 | 2.66 | 1260 |
| CTS | 0.0000852 | 0.0484 | 229 | 2.66 | 1260 |
| global route | 0.0000960 | 0.0382 | 229 | 2.70 | 1270 |
| finish | 0.0000871 | 0.163 | 229 | 2.64 | 1270 |
==> worst max path at each step <==
| stage | startpoint | to | slack [ns] | depth (start not counted) |
|---|---|---|---|---|
| 4_1_cts | iAddress[0] | oInstruction[7] | 0.05 | 8 |
| 6_report | iAddress[0] | oInstruction[26] | 0.16 | 6 |
| 5_1_grt | iAddress[2] | oInstruction[26] | 0.04 | 6 |
==> layout by cell type, fill, tap and decap left out, drive strengths merged, types with 3 or more instances in the layout <==
cell,count
a21oi,17
nor2b,4
nor2,15
inv,5
conb,7
a211oi,3
clkdlybuf4s50,37
buf,12
nand2,12
o21ai,12
ha,6
==> power breakdown <==
| group | internal (W) | switching [W] | total, W | leakage [nW] |
|---|---|---|---|---|
| combinational | 0.0000408 | 0.0000463 | 0.0000871 | 0.460 |
| clock | 0 | 0 | 0 | 0 |
| sequential | 0 | 0 | 0 | 0 |
==> timing repair <==
item | 4_1_cts | 5_1_grt
buffers inserted | 0 | 0
endpoints found under the setup margin | 0 | 2
resized | 0 | 2
==> final cells by class <==
type,instances,area share
tap,67,0.0659
timing repair buffer,49,0.362
multi-input combinational,107,0.555
inverter,6,0.0177
==> metal layers <==
layer / part of all wire / track usage / wire length (microns)
met2: 0.41 / 0.103 / 1220
met4: 0 / 0.00261 / 0
met5: 0 / 0 / 0
met3: 0.098 / 0.0249 / 293
met1: 0.50 / 0.0971 / 1480
No activity file was given, so power comes from the tool's default toggle rates.
