==> ./design.v <==
`timescale 1ns / 1ps
module keyboard(
			input wire clk25,
			input wire PS2C,
			input wire PS2D,
			output wire [15:0] xkey
    );
	reg PS2Cf, PS2Df;
	reg [7:0] ps2c_filter, ps2d_filter;
	reg [10:0] shift1, shift2;
	assign xkey = {shift2[8:1],shift1[8:1]};
	always @(posedge clk25)
	begin
		ps2c_filter[7] <= PS2C;
		ps2c_filter[6:0] <= ps2c_filter[7:1];
		ps2d_filter[7] <= PS2D;
		ps2d_filter[6:0] <= ps2d_filter[7:1];
		if (ps2c_filter == 8'b11111111)
		begin
			PS2Cf <= 1;
		end
		else
		if (ps2c_filter == 8'b00000000)
		begin
			PS2Cf <= 0;
		end
		if (ps2d_filter == 8'b11111111)
		begin
			PS2Df <= 1;
		end
		else
		if (ps2d_filter == 8'b00000000)
		begin
			PS2Df <= 0;
		end
	end
	always @(negedge PS2Cf)
	begin
		shift1 <= {PS2Df, shift1[10:1]};
		shift2 <= {shift1[0], shift2[10:1]};
	end
endmodule
==> ./run.sh <==
#!/bin/bash
# OpenROAD 26Q1-2900-gdf79404cd8, Yosys 0.63+post, stock flow scripts
make -C /OpenROAD-flow-scripts/flow DESIGN_CONFIG=/design/flow/config.mk WORK_HOME=/design/flow/orfs finish
==> ./config.mk <==
export PLATFORM = sky130hd
export DESIGN_NAME = keyboard
export DESIGN_NICKNAME = keyboard
export VERILOG_FILES = /design/flow/design.v
export SDC_FILE = /design/flow/constraint.sdc
export NUM_CORES = 4
export LEC_CHECK = 1
export CORE_AREA = 10 10 94 94
export DIE_AREA = 0 0 104 104
==> ./constraint.sdc <==
current_design keyboard

set clk_period 1.8
set clk_io_pct 0.2

create_clock -name clk0 -period $clk_period [get_ports {clk25}]

set non_clock_inputs [all_inputs -no_clocks]
set_input_delay [expr $clk_period * $clk_io_pct] -clock clk0 $non_clock_inputs
set_output_delay [expr $clk_period * $clk_io_pct] -clock clk0 [all_outputs]
==> impl_metrics.json <==
{
  "synth_cell_type_count": 6,
  "status": "finished clean",
  "cap_violations": 0,
  "cpMostUsedCell": "o21ai_1",
  "dpl_worst_slack_ns": 0.661,
  "synth_warnings": 1,
  "yosys_area_um2": 980,
  "cts_tree": "built",
  "p_sw_frac": 0.187,
  "rsz0062_at_grt": "no",
  "hp-class": "register to register",
  "core-area_um2": 6830,
  "p_sw_uw": 152,
  "num_rows": 30,
  "dp_hpwl_um": 965,
  "grt_pass1_vias": 447,
  "layout_top_cell": "dfxtp_1",
  "dieArea_um2": 10800,
  "die_y_um": 104,
  "ir_worst_vdd_uv": 517,
  "p_int_uw": 662,
  "cts_inserted_buffers": 3,
  "cts_setup_buffers": 0,
  "synthTopCellsByArea": "dfxtp_1 (80%), buf_4 (12%), or4_1 (3.1%)",
  "overflow": 0,
  "die_w_um": 104,
  "layout_min_cycle_time_ns": 1.16,
  "cp_max_fo": 3,
  "period_used_share": 0.646,
  "critPathLaunchType": "register",
  "p_seq_frac": 0.628,
  "drive_gt1_frac": 0.0411,
  "cp_top_family": "simple AND/OR/NAND/NOR gates",
  "ys_cells": 68,
  "tool_warnings": 25,
  "worstPathCellList": "or4_1 -> o21ai_1 -> o21ai_1",
  "syn_area_per_cell_um2": 14.4,
  "ant_nets": 0,
  "synth_top_cell_by_area": "dfxtp_1",
  "drtIter0Drc": 1,
  "synth_area_um2": 980,
  "whs_ns": 0.362,
  "ys_seq_elements": 39,
  "power_density_nw_per_um2": 678,
  "untimed_endpoints": 37,
  "slowest_delay_ns": 0.52,
  "clockBufferDepth": 2,
  "finalHoldViolCount": 0,
  "setup_viol": 0,
  "routed_wirelength_mm": 1.27,
  "dp_cells": 166,
  "worstPathArrival_ns": 1.30,
  "gp_congestion": 0.663,
  "grt_usage": 0.0222,
  "crit_buf_inv": 0,
  "pwr-share-clk": 0.325,
  "setup_slack_ns": 0.638,
  "required_ns": 1.94,
  "grt_pass1_wl_mm": 2.07,
  "dr.pass1.iters": 2,
  "cts_resized": 0,
  "critPathKind": "register to register",
  "clock_latency_ns": 0.24,
  "antenna_cells": 0,
  "drc": 0,
  "postSynthCellCount": 68,
  "final_cell_mix": "dfxtp_1 (39), clkdlybuf4s50_1 (18), nand4_1 (4), or4_1 (4), o21ai_1 (4)",
  "portBuffers": 18,
  "unclocked_regs": 21,
  "wire_per_inst_um": 7.50,
  "vias": 443,
  "setup_tns_ns": 0,
  "io_pins": 19,
  "cts.clk_slew.worst_paths_ns": 0.06,
  "maxSlewHeadroom": 0.690,
  "top_cell_area_share": 0.797,
  "yosysSeqAreaShare": 0.797,
  "antenna_found_initial": 0,
  "cts_hold_buffers": 0,
  "crit_start": "ps2d_filter[7]$_DFF_P_",
  "hp-start": "ps2c_filter[2]$_DFF_P_",
  "slew_violations": 0,
  "combPwrFrac": 0.047,
  "worst_pin_slew_ns": 0.464,
  "htreeDepth": 1,
  "fillers": 764,
  "reg2reg_from": "ps2d_filter[7]$_DFF_P_",
  "floorplan.core_util": 0.143,
  "skew_ns": 0.000624,
  "layout.cells.non_filler": 169,
  "power.leakage_nw": 0.420,
  "area_delta_synth_final_pct": 22.6,
  "via_per_inst": 2.62,
  "cp_slowest_cell": "or4_1",
  "max_freq_ghz": 0.860,
  "grt_max_degree": 22,
  "cts_root_buf": "clkbuf_8",
  "end_kind": "register"
}
[per-layer routing]
| layer | global-route usage | vias up | share of wire |
|---|---|---|---|
| met1 | 0.0290 | 200 | 0.50 |
| met4 | 0.00497 | 0 | 0.020 |
| met5 | 0 | - | 0 |
| met3 | 0.0132 | 3 | 0.11 |
| met2 | 0.0306 | 19 | 0.37 |
| li1 | - | 221 | - |
[synth_stat cells]
cell and number:
dfxtp_1 39, o21ai_1 4, or4_1 4, nand4_1 4
inv_1 1, buf_4 16
[path summary, 6_finish.rpt]
kind | to | slack [ns] | cells after the start
hold reg to reg | ps2c_filter[1]$_DFF_P_ | 0.36 | 0
setup / recovery | PS2Df$_SDFFE_PN1N_ | 0.64 | 3
hold / removal | ps2c_filter[1]$_DFF_P_ | 0.36 | 0
setup reg to reg | PS2Df$_SDFFE_PN1N_ | 0.64 | 3
[power groups by stage]
stage | registers, mW | clock network (mW) | logic (mW)
CTS | 0.512 | 0.266 | 0.0409
finish | 0.511 | 0.264 | 0.0384
global route | 0.517 | 0.283 | 0.0452
[worst reg2reg max path, delay by kind of cell, from the launching register on]
kind	cells	cell delay [ns]
simple gates	1	0.52
flops	1	0.31
compound gates	2	0.22
[metrics by stage]
step | area, um2 | total power [mW] | utilization
floorplan | 980 | 0.539 | -
detailed placement | 1160 | 0.560 | 0.170
CTS | 1200 | 0.819 | 0.176
finish | 1200 | 0.814 | 0.176
global placement | 1160 | 0.558 | 0.170
global route | 1200 | 0.845 | 0.176
[kinds of logic (layout without fill, tap and decap cells)]
family / after synthesis / count (layout) / synth area share
AND/OR/NAND/NOR: 8 / 8 / 0.0562
AND-OR/OR-AND: 4 / 4 / 0.0204
buffers and inverters: 17 / 22 / 0.126
flip-flops: 39 / 39 / 0.797
[state kept, by name (all words and copies together) (netlist names)]
| name | flops |
|---|---|
| shift2 | 10 |
| PS2Df | 1 |
| PS2Cf | 1 |
| ps2d_filter | 8 |
| ps2c_filter | 8 |
| shift1 | 11 |
[cell type report]
cell class / count / area (um2) / share of cell area
timing repair buffer: 18 / 180 / 0.150
tap: 96 / 120 / 0.100
inverter: 1 / 3.75 / 0.00313
clock buffer: 3 / 41.3 / 0.0344
multi-input combinational: 12 / 75.1 / 0.0625
sequential: 39 / 781 / 0.650
No activity file was given, so power comes from the tool's default toggle rates.
